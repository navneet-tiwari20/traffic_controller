### ./design.v
module traffic_controller (
    input clk_50,  reset,
    output reg main_R, main_G, main_Y,
     side_R, side_G, side_Y);
    parameter BLINK_MODE = 3'b000;
    parameter MR_SY = 3'b001;
    parameter MR_SG = 3'b010;
    parameter MY_SR = 3'b011;
    parameter MG_SR = 3'b100;    
    reg [2:0] state;
    reg [12:0]counter;
    reg blink_signal;
 always@( posedge clk_50 or posedge reset)
    begin
      if(reset == 1)
      begin 
        state <= MR_SY ;
        counter <= 0;
        blink_signal<= 0;
      end
      else 
      begin 
        case(state)
        MR_SY: 
        begin
        counter <= counter+1;
            if (counter >= 500)
            begin
            state <= MR_SG;
            counter <= 0;
            end
        end
        MR_SG:
        begin
          counter <= counter +1 ;
            if (counter >= 1500)
            begin
            state <= MY_SR;
            counter <= 0;
            end 
            end
        MY_SR:
        begin
          counter <= counter +1;
           if (counter >=500)
           begin
           state <= MG_SR;
           counter<= 0;
           end
        end
       MG_SR:
       begin 
       counter <= counter+1;
       if (counter >= 1500)
       begin
       state <= MR_SY;
       counter <= 0;
       end
        end
      BLINK_MODE:
      begin
      counter <= counter+1;
      if (counter >= 250)
      begin
      blink_signal <= ~blink_signal;
      counter <= 0;
      end
      end
      default:
        begin
        state <= BLINK_MODE;
        counter <= 0;
        end
        endcase
      end
     end
    always@(*)
    begin
     main_R = 0;
     main_G = 0;
     main_Y =  0;
      side_R = 0;
      side_G = 0;
      side_Y = 0;
     case(state)
     MR_SY:
     begin 
     main_R = 1;
     side_Y = 1;
     end 
     MR_SG:
     begin
     main_R = 1;
     side_G = 1;
     end
     MY_SR:
     begin
     main_Y = 1;
     side_R = 1;
     end
     MG_SR:
     begin
     main_G = 1;
     side_R = 1;
     end
     BLINK_MODE:
begin
    if(blink_signal)
    begin
        main_Y = 1;
        side_Y = 1;
    end
end
     endcase
     end
 endmodule
### ./config.mk
export PLATFORM = sky130hd
export DESIGN_NAME = traffic_controller
export DESIGN_NICKNAME = traffic_controller
export VERILOG_FILES = /design/flow/design.v
export SDC_FILE = /design/flow/constraint.sdc
export NUM_CORES = 4
export LEC_CHECK = 1
export CORE_AREA = 10 10 88 88
export DIE_AREA = 0 0 98 98
### ./constraint.sdc
current_design traffic_controller

set clk_period 2.3
set clk_io_pct 0.2

create_clock -name clk0 -period $clk_period [get_ports {clk_50}]

set non_clock_inputs [all_inputs -no_clocks]
set_input_delay [expr $clk_period * $clk_io_pct] -clock clk0 $non_clock_inputs
set_output_delay [expr $clk_period * $clk_io_pct] -clock clk0 [all_outputs]
### ./run.sh
#!/bin/bash
# OpenROAD 26Q1-2900-gdf79404cd8, Yosys 0.63+post, stock flow scripts
make -C /OpenROAD-flow-scripts/flow DESIGN_CONFIG=/design/flow/config.mk WORK_HOME=/design/flow/orfs finish
==> impl_metrics.ini <==
; yosys + openroad results
[route]
wl_met1_um = 907
routedWlPerCell_um = 10.5
routed_wl_um = 1840
dr_wl_met2_um = 811
drt_iter0_drc = 71
ant_nets = 0
top_layer_used = met4
antenna_cells = 0
num_vias = 729
wl_met3_um = 96
viasPerCell = 4.14
drcViolationCount = 0
first_pass_iters = 4

[clocking]
clkSinkCount = 17
cts_tree = done
clock_latency_ps = 250
clkTransAtPathRegs_ps = 60
cts-resized-gates = 0
cts_root_buffer = clkbuf_8
cts_setup_buffers = 0
cts.hold.buffers_added = 0
cts_made_buffers = 3
h-tree-depth = 1
cts_buffer_depth = 2

[worst_setup_path]
r2r_end = counter[10]
rr_worst_depth = 4
critPathLaunchType = flip-flop
critPathMaxFanout = 4
crit_type = flip-flop to primary output
crit_required_ps = 1840
rrSetupSlack_ps = 730
crit_arrival_ps = 1350
cp-end-kind = primary output
r2r-start = counter[0]

[timing]
min_period_ps = 1810
period_used_pct = 78.8
setup-tns-final_ps = 0
report.final.hold_viol_count = 0
clock.fmax_mhz = 551
fin_skew_ps = 3.04
setup_viol = 0
setup_slack_ps = 487
drv_slew = 0
max-slew-margin-rel_pct = 56.1
tightest_slew_ps = 658
grt_setup_unrepaired = no

[power_and_ir_drop]
powerDensity_nw_per_um2 = 483
total_power_uw = 531
total_leakage_power_nw = 0.401
ir_drop_mv = 0.186

[synthesis]
aoi_share_pct = 22.8
synthCells = 91
area_leaders = dfrtp_1, a32oi_1, inv_1
logic_family = AND-OR/OR-AND gates
syn-cell-area_um2 = 888
yosysUniqueCellTypes = 28
synthAdderAreaFrac_pct = 2.82
top_cell_area_share_pct = 45.1
synth_flop_count = 17
postSynthAreaPerCell_um2 = 9.76
yosys_cells = 91
synth_chip_area_um2 = 888
ys_seq_share_pct = 48.0
synthSimpleGateAreaFrac_pct = 16.2
top_area_cell = dfrtp_1
ys_sh_xor_pct = 2.96
yosys_warnings = 1
mux_share_pct = 0

[global_route]
grt_pass1_vias = 690
grt_usage_pct = 3.59
grt_max_degree = 18
grt_pass1_wl_um = 3070
antenna_found_initial = 0
overflow = 0

[place]
place_ws_ps = 741
port-buffer-count = 7
gp_congestion = 0.786
placed_area_um2 = 1050
dp_hpwl_um = 1280

[floorplan]
io-pin-count = 8
num_rows = 28
die_x_um = 98
dieArea_um2 = 9600
fp.coreArea_um2 = 5920
die_y_um = 98
fp_util_pct = 15.0

[flow_run]
maxCapViolations = 0
warnings = 27

[cells_and_area]
post-route-util_pct = 18.5
drive_gt1_share_pct = 9.90
syn_to_final_growth_pct = 23.5
design_area_um2 = 1100
fill_cells = 635

[worst_hold_path]
hold_path_end = counter[0]
hold_start = counter[0]
holdPathStages = 1
min_path_type = flip-flop to flip-flop

[status]
outcome = complete, no violations
where the power goes:
part	internal, mW	switching [mW]	leakage (nW)
combinational	0.00334	0.0107	0.149
clock	0.123	0.0917	0.0228
sequential	0.301	0.00120	0.229
total	0.427	0.104	0.401
layer usage:
metal	global-route usage (%)	vias to the layer above
met5	0	-
met4	0.671	0
met3	1.21	2
met2	5.53	14
met1	4.81	353
li1	-	360
through the flow:
step / cells / hold slack, ps
6_report: 176 / 507
5_1_grt: 176 / 539
4_1_cts: 176 / 503
3_5_place_dp: 172 / 494
3_3_place_gp: 172 / 484
2_1_floorplan: 92 / 385
area by class of cell:
type	count	area (µm²)	area share [%]
Clock buffer	4	45.0	4.10
Inverter	11	41.3	3.76
Multi-Input combinational cell	60	405	36.9
Sequential cell	17	427	38.9
Tap cell	75	93.8	8.55
Timing Repair Buffer	9	85.1	7.75
how the worst max path moves through the flow:
stage	start	endpoint	slack, ps	cells after the start
finish	state[0]	main_R	490	3
CTS	state[0]	main_R	470	3
global route	state[0]	main_R	390	3
sequential cells by signal, summed over array words and instances, names as in the netlist:
register	count
counter	13
state	4
placed cells by master (no fill, tap or decap), types with 3 or more instances in the layout:
cell type | Yosys | final
dfrtp_1 | 16 | 16
nand3_1 | 6 | 6
clkbuf_8 | 0 | 3
a31oi_1 | 6 | 6
o21ai_0 | 5 | 5
nand2_1 | 7 | 7
a32oi_1 | 6 | 6
inv_1 | 11 | 11
clkdlybuf4s50_1 | 0 | 7
or4_1 | 3 | 3
o31ai_1 | 3 | 3
critical path, stage by stage, from the launching register on:
cell and delay (ps):
dfstp_2 550, inv_1 50, nand2_1 60, clkdlybuf4s50_1 450
cell usage after synthesis (all sizes together):
cell type	count
a31oi	6
a32o	2
a32oi	6
buf	2
clkbuf	2
conb	1
dfrtp	16
dfstp	1
ha	2
inv	11
nand2	7
nand3	6
nand4	2
nor2	1
nor3	2
o2111ai	2
o211a	1
o21ai	5
o221ai	2
o31ai	3
or2	2
or3	3
or4	3
xnor2	1
xor2	2
cells by family after synthesis:
group                    count (synthesis)
adder cells (fa/ha/maj)                  2
buffers and inverters                   15
AND-OR/OR-AND                           27
other                                    1
XOR/XNOR                                 3
AND/OR/NAND/NOR                         26
flip-flops                              17
Power figures rest on the tool's default switching activity, not on a simulated workload.
